`flow/design.v`:
```
module Multiplier #(parameter n = 8) (
    input signed [n-1:0] in1,  
    in2,  
    output signed [2*n-1:0] result
);
    assign result = in1*in2;
endmodule
```
`flow/run.sh`:
```
#!/bin/bash
# OpenROAD 26Q1-2900-gdf79404cd8, Yosys 0.63+post, stock flow scripts
make -C /OpenROAD-flow-scripts/flow DESIGN_CONFIG=/design/flow/config.mk WORK_HOME=/design/flow/orfs finish
```
`flow/config.mk`:
```
export PLATFORM = sky130hd
export DESIGN_NAME = Multiplier
export DESIGN_NICKNAME = Multiplier
export VERILOG_FILES = /design/flow/design.v
export SDC_FILE = /design/flow/constraint.sdc
export NUM_CORES = 4
export LEC_CHECK = 1
export CORE_UTILIZATION = 50
export SYNTH_HDL_FRONTEND = slang
```
`flow/constraint.sdc`:
```
current_design Multiplier

set clk_period 10.3
set clk_io_pct 0.2

create_clock -name clk0 -period $clk_period

set non_clock_inputs [all_inputs -no_clocks]
set_input_delay [expr $clk_period * $clk_io_pct] -clock clk0 $non_clock_inputs
set_output_delay [expr $clk_period * $clk_io_pct] -clock clk0 [all_outputs]
```
==> reports/metrics.yaml <==
outcome:
  outcome: "complete, no violations"
place:
  dpl_cell_area_mm2: 0.002945
  io_buffer_count: 32
  gp_congestion: 0.8306
  place_hpwl_um: 3977
  place.detailed.instances: 391
floorplanning:
  die_w_um: 73.29
  io_pins: 32
  die.size.y_um: 73.29
  design.core.area_mm2: 0.004817
  fp-row-count: 25
  floorplan.initialDensity: 0.5275
  design.die.area_mm2: 0.005371
run:
  max-cap-violations: 0
  log.warning_count: 33
worst_setup_path:
  crit_slowest_cell: "sky130_fd_sc_hd__clkdlybuf4s50_1"
  cp_max_fo: 8
  endpoint_kind: "output pin"
  critical_path.top_delay_family: "adder cells"
  crit_cells: 17
  crit_path_cell_trace: "clkdlybuf4s50_1 -> and2_1 -> fa_1 -> inv_1 -> fa_1 -> inv_1 -> fa_1 -> inv_1 -> fa_1 -> inv_1 -> ha_1 -> a21o_1 -> a21oi_2 -> a21boi_1 -> or4_1 -> nand3_1 -> clkdlybuf4s50_1"
  setup.worst_path.start_class: "primary input"
  worst_ep_arrival_time_ns: 6.91
  timing.critical_path.required_ns: 8.24
  critical_path_class: "primary input to output pin"
  cp_slowest_stage_delay_ns: 0.55
  cp.buffers_inverters: 6
final_layout:
  fillers: 476
  seq_area_um2: 0
  final.clkbuf_count: 0
  mostFrequentLayoutCell: "sky130_fd_sc_hd__inv_1"
  layout-drive-gt1-share: 0.01543
  filler_free_cell_count_of_the_finished_design: 391
  final_util: 0.6114
  layout_top_cells_excl_fill_tap: "88 x sky130_fd_sc_hd__inv_1, 55 x sky130_fd_sc_hd__fa_1, 43 x sky130_fd_sc_hd__and2_1"
  sequential_cell_total: 0
  flow.area_growth_from_synthesis_pct: 15.90
  layout.cell_area.non_filler_mm2: 0.002945
clock_tree:
  postCtsSetupBuffers: 0
  hold_buffers: 0
  ctsResizeCount: 0
routing:
  routedWlPerCell_um: 11.35
  route.detailed.drc: 0
  drt_iter0_markers: 55
  antennaDiodeCount: 0
  post_detailed_route_via_to_cell_ratio: 4.696
  drt-pass1-iter-count: 4
  routed-via-count: 1836
  routed_wirelength_um: 4436
  final_antenna_net_count: 0
power_and_ir_drop:
  p_leak_uw: 0.001489
  pwr-share-comb: 1.000
  share_seq_of_total_power: 0
  power_density_mw_per_mm2: 226.0
  cellInternalPower_uw: 380.2
  worst_ir_drop_vdd_v: 0.0002609
  clock_power_share: 0
  switchingPower_uw: 285.4
  power_switching_share: 0.4288
global_route:
  grt_use_met3: 0.004161
  grt_pass1_vias: 1989
  initial_antenna_violation_count: 0
  gr-usage-met2: 0.4115
  global_route.usage.met1: 0.3158
  grt_util_all_layers: 0.2173
  globalRoute.totalOverflow: 0
  grt_max_degree: 10
  grt_pass1_wl_um: 8583
  busiest_layer: "met2"
final_timing:
  layout_worst_path_cycle_share: 0.8712
  tightest_slew_ns: 0.3344
  report.final.hold_viol_count: 0
  finalMaxSlewViolations: 0
  fin_setup_tns_ns: 0
  achievable-frequency_mhz: 111.4
  relSlewSlack: 0.7747
  setup_viol_count_final: 0
  rsz_0062_raised_after_global_routing: "false"
  timing.final.crit_period_ns: 8.974
logic_synthesis:
  postSynthAreaPerCell_um2: 8.703
  synthDistinctLibCells: 26
  yosys_cells: 292
  synth.cell_area_mm2: 0.002541
  ys_warn_count: 0
  cell_count_after_synthesis: 292
  ys_seq_frac: 0
  synth.yosys.chip_area_mm2: 0.002541
hold_path:
  worstHoldPathCells: 3
  end_point_of_the_worst_hold_path: "result[0]"
  timing.hold.worst.class: "primary input to output pin"
  hold_path_startpoint: "in1[0]"
[cell type report]
| cell class | count | area [um2] | area share |
|---|---|---|---|
| Inverter | 88 | 330.3 | 0.1121 |
| Multi-Input combinational cell | 204 | 2211 | 0.7506 |
| Tap cell | 67 | 83.83 | 0.02846 |
| Timing Repair Buffer | 32 | 320.3 | 0.1088 |
[synthesized netlist by cell type]
master	number	area share
sky130_fd_sc_hd__ha_1	29	0.14
sky130_fd_sc_hd__or4_1	1	0.0030
sky130_fd_sc_hd__a21oi_1	7	0.014
sky130_fd_sc_hd__nand2b_1	1	0.0025
sky130_fd_sc_hd__xnor2_1	11	0.038
sky130_fd_sc_hd__mux2_2	1	0.0044
sky130_fd_sc_hd__fa_1	55	0.43
sky130_fd_sc_hd__o21ai_0	3	0.0059
sky130_fd_sc_hd__and2_1	43	0.11
sky130_fd_sc_hd__a21oi_2	2	0.0069
sky130_fd_sc_hd__nor4b_2	1	0.0059
sky130_fd_sc_hd__a21boi_1	1	0.0030
sky130_fd_sc_hd__nor3_1	2	0.0039
sky130_fd_sc_hd__o31a_1	1	0.0034
sky130_fd_sc_hd__o211ai_1	1	0.0030
sky130_fd_sc_hd__o21a_1	2	0.0059
sky130_fd_sc_hd__o21ai_1	1	0.0020
sky130_fd_sc_hd__a21o_1	2	0.0059
sky130_fd_sc_hd__inv_1	88	0.13
sky130_fd_sc_hd__nand3_1	2	0.0039
sky130_fd_sc_hd__nor2b_1	8	0.020
sky130_fd_sc_hd__xor2_1	3	0.010
sky130_fd_sc_hd__nand4_1	2	0.0049
sky130_fd_sc_hd__nor2_1	9	0.013
sky130_fd_sc_hd__nand2_1	15	0.022
sky130_fd_sc_hd__o41ai_2	1	0.0064
[worst max path at each step]
stage	start	end
6_report	in2[4]	result[11]
4_1_cts	in2[4]	result[11]
5_1_grt	in2[7]	result[14]
[layer usage]
metal / part of all wire / up-vias
met4: 0 / 0
met3: 0.0072 / 0
li1: - / 924
met1: 0.44 / 902
met5: 0 / -
met2: 0.55 / 10
[cells by family (layout without fill, tap and decap cells)]
kind of cell	Yosys count	in the layout	synth area share
xor+xnor	14	14	0.04825
fa+ha+maj	84	84	0.5761
mux	1	1	0.004431
compound gates	21	21	0.05613
simple gates	84	84	0.1851
buf+inv	88	120	0.1300
[power groups by stage]
stage	Clock, uW	Sequential [uW]	Combinational [uW]
after CTS	0	0	679
after global routing	0	0	780
final	0	0	666
[through the flow]
stage                     setup slack, ns  hold slack [ns]  power (uW)
after floorplan                     2.568            4.192       411.1
after global placement              1.328            5.220       675.2
after detailed placement            1.306            5.204       674.8
after CTS                           1.302            5.207       679.1
after global routing                1.031            5.280       780.3
final                               1.326            5.206       665.6
[worst min-delay path: cells and delay by family]
kind          cells  cell delay [ns]
buf+inv           2             0.90
simple gates      1             0.19
No activity file was given, so power comes from the tool's default toggle rates.

==> flow/config.mk <==
export PLATFORM = sky130hd
export DESIGN_NAME = Adder
export DESIGN_NICKNAME = Adder
export VERILOG_FILES = /design/flow/design.v
export SDC_FILE = /design/flow/constraint.sdc
export NUM_CORES = 4
export LEC_CHECK = 1
export CORE_AREA = 10 10 70 70
export DIE_AREA = 0 0 80 80
export SYNTH_HDL_FRONTEND = slang
==> flow/run.sh <==
#!/bin/bash
# OpenROAD 26Q1-2900-gdf79404cd8, Yosys 0.63+post, stock flow scripts
make -C /OpenROAD-flow-scripts/flow DESIGN_CONFIG=/design/flow/config.mk WORK_HOME=/design/flow/orfs finish
==> flow/design.v <==
module Adder #(parameter n = 8) (
    input signed [2*n-1:0] in1,
    input signed [3*n-4:0]in2,
    output signed [3*n-4:0] result
);
    wire [n:0] out = in1 + in2;
    wire of = !(in1[n-1]^in2[n-1]) ? out[n] ^ in1[n-1] : 1'b0;
    assign result = of ? {in1[n-1],{n-1{!in1[n-1]}}}:out[n-1:0];
endmodule
==> flow/constraint.sdc <==
current_design Adder

set clk_period 5.1
set clk_io_pct 0.2

create_clock -name clk0 -period $clk_period

set non_clock_inputs [all_inputs -no_clocks]
set_input_delay [expr $clk_period * $clk_io_pct] -clock clk0 $non_clock_inputs
set_output_delay [expr $clk_period * $clk_io_pct] -clock clk0 [all_outputs]
==> flow_metrics.py <==
# Flow results
metrics = {
    "status": {
        "outcome": "complete, no violations",
    },
    "timing": {
        "tns_ns": 0,
        "finalHoldViolations": 0,
        "min_period_over_period_pct": 88.0,
        "fin_hold_ws_ns": 3.11,
        "rsz0062_at_grt": "no",
        "setup_violations": 0,
        "fin_crit_ns": 4.49,
        "timing.final.ws_setup_ns": 0.611,
        "max_freq_mhz": 223,
        "drv_slew": 0,
    },
    "yosys": {
        "syn_area_per_cell_um2": 6.98,
        "yosys_cells": 76,
        "top_area_share_pct": 18.9,
        "synth_top_cell_by_area": "ha_1",
        "ys_types": 28,
        "ys_warn_count": 0,
        "synth_area_um2": 531,
        "synthTopCellsByArea": "ha_1 (19%), buf_4 (18%), a21oi_1 (8.5%), xnor2_1 (6.6%), nor2_1 (5.7%)",
        "ys_area_um2": 531,
        "syn_inst": 76,
        "ys_seq_share_pct": 0,
    },
    "final_layout": {
        "final-seq-area_um2": 0,
        "syn2layout_area_growth_pct": 50.0,
        "seq_cell_count": 0,
        "finalNonFillerCells": 147,
        "final_util_pct": 23.3,
        "postLayoutCellArea_um2": 796,
        "drive_gt1_share_pct": 1.98,
        "clkbuf_count": 0,
    },
    "placed_design": {
        "dp_hpwl_um": 1380,
        "placed_area_um2": 796,
        "place.port_buffers": 26,
        "gp_congestion": 0.773,
        "dp_slack_ns": 0.600,
        "dpl.cell_count": 147,
    },
    "power": {
        "vdd_drop_max_uv": 19.0,
        "p_total_uw": 95.4,
        "power_density_nw_per_um2": 120,
        "power.leakage_nw": 0.350,
    },
    "global_routing": {
        "overflow": 0,
        "grt_usage_pct": 4.32,
        "antenna_found_initial": 0,
        "grt_max_degree": 8,
        "first_global_vias": 541,
        "grt_pass1_wl_um": 2360,
    },
    "route": {
        "drt-total-wl_um": 1520,
        "viasPerCell": 3.56,
        "drtPass1Iterations": 3,
        "drtAntennaViolNets": 0,
        "n_antenna_cell": 0,
        "wl_per_cell_um": 10.4,
        "vias": 524,
        "drc": 0,
        "drt_iter0_drc": 21,
    },
    "worst_setup_path": {
        "end_kind": "output pin",
        "cpPeakStageDelay_ns": 0.49,
        "crit_arrival_ns": 3.47,
        "crit_path_max_fanout": 3,
        "worstPathRequired_ns": 4.08,
        "cp_slowest_cell": "clkdlybuf4s50_1",
        "worstSetupPathType": "input port to output pin",
        "crit_top_cell": "clkdlybuf4s50_1",
        "crit_chain": "clkdlybuf4s50_1 -> ha_1 -> inv_1 -> fa_1 -> nor2b_1 -> o21ai_0 -> a211oi_1 -> a21oi_1 -> nor2_1 -> clkdlybuf4s50_1",
        "worstSetupStartpointType": "input port",
    },
    "floorplanning": {
        "core_area_um2": 3420,
        "ios": 58,
        "die_area_um2": 6400,
        "die_w_um": 80,
        "dieHeight_um": 80,
        "floorplan.core_util_pct": 15.5,
        "row_count": 21,
    },
    "clocking": {
        "cts-resized-gates": 0,
        "cts_hold_buf": 0,
        "cts_setup_buffers": 0,
    },
    "flow_run": {
        "warnings": 51,
        "maxCapViolations": 0,
    },
    "min_path": {
        "hold_depth": 3,
        "worstHoldPathType": "input port to output pin",
    },
}
[cell usage after synthesis]
| library cell | number |
|---|---|
| nor2b_1 | 1 |
| a21oi_1 | 9 |
| o2111ai_1 | 1 |
| o211a_1 | 1 |
| nor2_1 | 8 |
| nand3_1 | 1 |
| and2_1 | 1 |
| buf_4 | 13 |
| nand2_1 | 5 |
| nand4b_1 | 1 |
| a21o_1 | 1 |
| conb_1 | 1 |
| o21ai_0 | 4 |
| or2b_1 | 1 |
| o21ai_1 | 1 |
| xor2_1 | 2 |
| a211o_1 | 1 |
| ha_1 | 8 |
| nand2b_2 | 1 |
| a31oi_1 | 1 |
| nor3_1 | 1 |
| a211oi_2 | 1 |
| inv_1 | 4 |
| a211oi_1 | 1 |
| o21bai_1 | 1 |
| fa_1 | 1 |
| xnor2_1 | 4 |
| nand2b_1 | 1 |
[cell usage in the layout (no fill, tap or decap)]
master	instances
o211a_1	1
nor2b_1	1
a211oi_1	1
clkdlybuf4s50_1	26
fa_1	1
conb_1	13
ha_1	8
o21bai_1	1
nand2b_1	1
xnor2_1	4
nand3_1	1
a21oi_1	9
a31oi_1	1
a21o_1	1
o2111ai_1	1
or2b_1	1
nor3_1	1
o21ai_1	1
inv_1	4
nor2_1	8
and2_1	1
nand2_1	5
a211oi_2	1
xor2_1	2
o21ai_0	4
nand2b_2	1
nand4b_1	1
a211o_1	1
[area by class of cell]
class | count | area (um2)
fillers | 388 | 2620
multi-input cells | 71 | 463
repair buffers | 26 | 260
well taps | 46 | 57.6
inverters | 4 | 15.0
[critical path: cells and delay by family]
family | cells | cell delay (ns)
AND/OR/NAND/NOR | 2 | 0.31
adder cells (fa/ha/maj) | 2 | 0.61
buffers and inverters | 3 | 1.02
AND-OR/OR-AND | 3 | 0.50
[kinds of logic after synthesis]
| family | count (synthesis) | share of synthesized area [%] |
|---|---|---|
| AOI/OAI and AO/OA | 22 | 26.2 |
| and+or+nand+nor | 21 | 19.3 |
| buffers and inverters | 17 | 21.2 |
| adders and majority gates | 9 | 22.6 |
| xor gates and xnor gates | 6 | 9.91 |
| other | 1 | 0.707 |
[path summary, 6_finish.rpt]
kind	startpoint	to	slack, ns
worst max-delay path	in1[0]	result[4]	0.61
worst min-delay path	in1[7]	result[3]	3.11
[metal layers]
layer | track usage [%] | vias to the layer above | wire length, um
met3 | 0.909 | 0 | 110
met4 | 0 | 0 | 0
met2 | 7.54 | 17 | 756
li1 | - | 289 | -
met5 | 0 | - | 0
met1 | 5.61 | 218 | 656
[report_power, final]
group / internal [mW] / total (mW) / switching, mW / leakage (nW)
combinational: 0.0586 / 0.0954 / 0.0368 / 0.350
clock: 0 / 0 / 0 / 0
sequential: 0 / 0 / 0 / 0
Power is estimated from default activity; no workload was simulated.
